<file path="./run.sh">
#!/bin/bash
# OpenROAD 26Q1-2900-gdf79404cd8, Yosys 0.63+post, stock flow scripts
make -C /OpenROAD-flow-scripts/flow DESIGN_CONFIG=/design/flow/config.mk WORK_HOME=/design/flow/orfs finish
</file>
<file path="./config.mk">
export PLATFORM = sky130hd
export DESIGN_NAME = item_cost
export DESIGN_NICKNAME = item_cost
export VERILOG_FILES = /design/flow/design.v
export SDC_FILE = /design/flow/constraint.sdc
export NUM_CORES = 4
export LEC_CHECK = 1
export CORE_AREA = 10 10 70 70
export DIE_AREA = 0 0 80 80
</file>
<file path="./constraint.sdc">
current_design item_cost

set clk_period 1.0
set clk_io_pct 0.2

create_clock -name clk0 -period $clk_period

set non_clock_inputs [all_inputs -no_clocks]
set_input_delay [expr $clk_period * $clk_io_pct] -clock clk0 $non_clock_inputs
set_output_delay [expr $clk_period * $clk_io_pct] -clock clk0 [all_outputs]
</file>
<file path="./design.v">
`timescale 1ns / 1ps
module item_cost(
		 input [2:0] item_sel,
		 output reg [7:0] item_cost
		 );
   always @(*)
     case (item_sel)
       0: item_cost = 125;
       1: item_cost = 100;
       2: item_cost = 85;
       3: item_cost = 150;
       4: item_cost = 225;
       5: item_cost = 185;
       6: item_cost = 50;
       7: item_cost = 135;
       default: item_cost = 100;
     endcase
endmodule
</file>
==> deck_impl_summary.md <==
Synthesis and Place & Route Summary

Job
  • Number of max-cap violations: 0
  • Tool warnings: 40

Yosys
  • Summed standard-cell area reported by yosys: 186 sq um
  • Area of the mapped netlist: 186 sq um
  • Share of the yosys chip area belonging to registers: 0%
  • Average instance area after synthesis: 8.47 sq um
  • Cell count after synthesis: 22
  • Yosys cell count: 22
  • Cell type contributing the most total cell area after synthesis: sky130_fd_sc_hd__ha_1
  • Area leader share: 47.0%
  • Cell types occupying the most area after synthesis: sky130_fd_sc_hd__ha_1 (47%), sky130_fd_sc_hd__mux2_2 (12%), sky130_fd_sc_hd__mux2i_1 (11%)
  • Library cells used by synthesis: 10
  • Yosys warning tally: 1

Power
  • LEAKAGE: 0.207 nW
  • Total power divided by cell area: 325 nW/um^2
  • Maximum vdd drop: 0.0000444 V
  • Total power consumption of the routed design: 0.154 mW

Cells and area
  • Layout cells sized above 1: 80.5%
  • Footprint of the multi-input gates: 240 sq um
  • Seq Cell Count: 0
  • Post-Layout Inst Area: 473 sq um
  • Top Layout Cells: sky130_fd_sc_hd__buf_2 (8), sky130_fd_sc_hd__buf_6 (7), sky130_fd_sc_hd__ha_4 (4), sky130_fd_sc_hd__buf_4 (4)
  • Sequential cell area in the final layout: 0 sq um
  • Number of inserted filler cells in the final layout: 395
  • Most common cell after layout, fill and taps aside: sky130_fd_sc_hd__buf_2
  • Post-synthesis to final-layout area growth: 154%
  • Filler-free cell count of the finished design: 87
  • Tally of clock buffers in the finished layout: 0

Final timing
  • Unrepaired setup endpoints after global routing: yes
  • Post-route fraction of the period consumed by the critical path: 114%
  • Final Hold Vio Count: 0
  • Worst Slack Setup Final: -143 ps
  • Highest achievable clock rate: 875 MHz
  • Relative slew margins: 91.5%
  • Number of max-slew violations in the final report: 0
  • Shortest period the worst path allows: 1140 ps
  • TNS Setup: -440 ps
  • Transition time of the tightest slew-check pin: 123 ps
  • Final count of negative-setup-slack endpoints: 8

Critical path
  • Worst Path Arrival: 940 ps
  • CP max FO: 5
  • Critical path class: input port to output pin
  • Critical path capture point type: output pin
  • Required time worst endpoint: 800 ps
  • Startpoint type of the worst setup path: input port

Place
  • Cells after DPL: 84
  • Count of buffers from port buffering: 11
  • Total placed instance area: 388 sq um
  • Weighted congestion at the end of routability-driven global placement: 0.755

Global route
  • Wire length of the first global-routing pass: 1080 um
  • Number of antenna violations at the first check in global routing: 0
  • GR Overflow Total: 0
  • Maximum number of pins on one net before global-route repair: 8
  • Number of global-route vias before repair: 222
  • GRT Util Overall: 1.99%

Status
  • Status: finished with violations
  • Violated checks: setup timing

Floorplan
  • Floorplan die area: 6400 sq um
  • Boundary Pins: 11
  • Height of the chip: 80 um
  • Die width: 80 um
  • Core Box Area: 3420 sq um
  • Core Rows: 21
  • Share of the core filled by cells before placement: 5.46%

Drt
  • Via density per instance: 2.44
  • Via count: 212
  • DRT Wirelength: 642 um
  • Antenna cell count: 0
  • Initial DRC Count: 6
  • Final routed DRC violation total: 0
  • First-pass iteration count of the detailed router: 2
  • Number of nets with antenna violations after detailed routing: 0
  • Average wire per cell in the routed design: 7.38 um

Worst hold path
  • Path class of the lowest-slack min-delay path: input port to output pin
  • Cell count of the worst hold path: 4
  • Endpoint, Worst Hold: item_cost[2]
  • Start point of the worst min-delay path: item_sel[2]
cells by family (layout without fill, tap and decap cells):
group | Yosys count | in the layout | synth area share, %
buffers and inverters | 4 | 23 | 12.1
AOI/OAI and AO/OA | 3 | 3 | 8.05
and+or+nand+nor | 4 | 4 | 10.1
muxes | 4 | 4 | 22.8
adders and majority gates | 7 | 7 | 47.0
how the worst max path moves through the flow:
stage,from,endpoint,slack [ps],cells past startpoint
after CTS,item_sel[1],item_cost[1],-140,5
after global routing,item_sel[0],item_cost[1],-170,5
final,item_sel[0],item_cost[1],-140,5
area by class of cell:
cell class                 instances  share of cell area (%)
inverter                           3                    2.38
multi-input combinational         18                    50.8
tap                               46                    12.2
timing repair buffer              20                    34.7
timing repair:
action                                  in CTS  in global routing
endpoints found under the hold margin        0                  0
pin swaps                                    5                  4
hold buffers                                 0                  0
setup buffers                                3                  0
resized                                     61                  4
endpoints found under the setup margin       8                  8
power breakdown:
part / switching [mW] / internal, mW
combinational: 0.0597 / 0.0939
clock: 0 / 0
sequential: 0 / 0
total: 0.0597 / 0.0939
cell usage after synthesis, drive strengths merged:
cell,count
nand2,2
inv,3
mux2,2
buf,1
nand2b,1
nor3,1
ha,7
a21oi,1
mux2i,2
o21ai,2
metal layers:
metal	track usage [%]	up-vias	wire (um)
li1	-	110	-
met1	2.37	101	250
met2	4.01	1	391
met3	0	0	0
met4	0	0	0
met5	0	-	0
worst max-delay path, stage by stage:
cell and delay, ps:
sky130_fd_sc_hd__buf_6 100, sky130_fd_sc_hd__buf_6 120, sky130_fd_sc_hd__ha_4 150, sky130_fd_sc_hd__mux2_4 260, sky130_fd_sc_hd__buf_2 110
per-stage QoR:
stage / worst slack [ps] / utilization, % / hold slack (ps)
floorplan: 173 / - / 425
global placement: -918 / 11.4 / 1470
detailed placement: -927 / 11.4 / 1460
CTS: -142 / 13.3 / 752
global route: -166 / 13.8 / 777
finish: -143 / 13.8 / 751
Power is estimated from default activity; no workload was simulated.
