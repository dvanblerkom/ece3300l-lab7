--- flow/config.mk ---
export PLATFORM = sky130hd
export DESIGN_NAME = tx_parse
export DESIGN_NICKNAME = tx_parse
export VERILOG_FILES = /design/flow/design.v
export SDC_FILE = /design/flow/constraint.sdc
export NUM_CORES = 4
export LEC_CHECK = 1
export CORE_UTILIZATION = 50
--- flow/constraint.sdc ---
current_design tx_parse

set clk_period 7.3
set clk_io_pct 0.2

create_clock -name clk0 -period $clk_period [get_ports {clk}]

set non_clock_inputs [all_inputs -no_clocks]
set_input_delay [expr $clk_period * $clk_io_pct] -clock clk0 $non_clock_inputs
set_output_delay [expr $clk_period * $clk_io_pct] -clock clk0 [all_outputs]
--- flow/design.v ---
`timescale 1ns / 1ps
module tx_parse(
   input clk, 
   input reset,
   output tx_dv, 
   output [7:0] tx_byte, 
   input tx_ready, 
   input [(6*8)-1:0] message,
   output sending
   );
   reg [(6*8)-1:0] saved_message;
   reg [2:0] char_cnt;
   reg prev_tx_ready;
   assign sending = (char_cnt != 0);
   assign tx_dv = (tx_ready && sending);    
   assign tx_byte = saved_message[((char_cnt*8)-1) -: 8];
   always @(posedge clk or posedge reset)
     begin
	if (reset) begin
           saved_message <= 0;
           char_cnt <= 0;
           prev_tx_ready <= 0;
	end else begin
           if (sending && (~tx_ready & prev_tx_ready))     
             char_cnt <= char_cnt - 1;
           if (~sending && (saved_message != message)) begin   
              char_cnt <= 6;
	      saved_message <= message;
	   end
           prev_tx_ready <= tx_ready;
	end   
     end
endmodule
--- flow/run.sh ---
#!/bin/bash
# OpenROAD 26Q1-2900-gdf79404cd8, Yosys 0.63+post, stock flow scripts
make -C /OpenROAD-flow-scripts/flow DESIGN_CONFIG=/design/flow/config.mk WORK_HOME=/design/flow/orfs finish
==> impl_metrics.prom <==
# HELP chip_impl_metric Physical implementation figures
# TYPE chip_impl_metric gauge
chip_impl_metric{name="timing_worst_slew_pin_value",unit="ps"} 739
chip_impl_metric{name="worst_hold_path.num_cells",unit=""} 1
chip_impl_metric{name="cts_hold_buffers",unit=""} 0
chip_impl_metric{name="fin_ws",unit="ps"} 2320
chip_impl_metric{name="antenna_found_initial",unit=""} 0
chip_impl_metric{name="final_cells",unit=""} 386
chip_impl_metric{name="global_route_wire_length_before_repair",unit="µm"} 10300
chip_impl_info{name="path_cells",value="inv_1 > ha_1 > buf_4 > and2_0 > a221oi_1 > a311oi_1 > clkdlybuf4s50_1"} 1
chip_impl_metric{name="drive_above_1_share",unit="%"} 21.3
chip_impl_metric{name="die.size.y",unit="µm"} 79.8
chip_impl_info{name="timing.rr.start",value="char_cnt[0]"} 1
chip_impl_metric{name="fin_worst_skew",unit="ps"} 2.63
chip_impl_metric{name="drt-vias-per-instance",unit=""} 5.52
chip_impl_metric{name="grt_start_max_net_pins",unit=""} 53
chip_impl_metric{name="tns",unit="ps"} 0
chip_impl_metric{name="static_leakage",unit="nW"} 1.39
chip_impl_info{name="topCellsByArea",value="sky130_fd_sc_hd__dfrtp_1 43%, sky130_fd_sc_hd__mux2_2 20%, sky130_fd_sc_hd__xnor2_1 14%, sky130_fd_sc_hd__mux2i_1 2.6%, sky130_fd_sc_hd__nand4_1 2.5%"} 1
chip_impl_metric{name="route.antenna.remaining_nets",unit=""} 0
chip_impl_metric{name="antenna_cells",unit=""} 0
chip_impl_metric{name="fraction_of_the_yosys_area_taken_by_sequential_cells",unit="%"} 43.0
chip_impl_metric{name="io_pins",unit=""} 61
chip_impl_metric{name="hold_viol",unit=""} 0
chip_impl_metric{name="cp_num_buf_inv",unit=""} 3
chip_impl_metric{name="worstRegToRegCells",unit=""} 6
chip_impl_metric{name="gp_routability_congestion",unit=""} 0.857
chip_impl_metric{name="log.warning_count",unit=""} 27
chip_impl_metric{name="yosys.area.top_type_share",unit="%"} 43.0
chip_impl_metric{name="maxCapViolCount",unit=""} 0
chip_impl_metric{name="asyncSetResetFlopFracSynth",unit="%"} 100
chip_impl_info{name="worst_hold_path_type",value="register to register"} 1
chip_impl_metric{name="peak_ir_drop_on_the_vdd_network",unit="µV"} 220
chip_impl_metric{name="maximum_fanout_along_the_worst_path",unit=""} 22
chip_impl_metric{name="wire_per_inst",unit="µm"} 16.3
chip_impl_metric{name="worst_skew_pair.late_latency",unit="ps"} 290
chip_impl_metric{name="drt_wl_total",unit="µm"} 6290
chip_impl_metric{name="placementRows",unit=""} 27
chip_impl_info{name="ys_top_cells_by_count",value="55 x sky130_fd_sc_hd__mux2_2, 52 x sky130_fd_sc_hd__dfrtp_1, 50 x sky130_fd_sc_hd__xnor2_1"} 1
chip_impl_info{name="critPathTopFamily",value="buffers and inverters"} 1
chip_impl_metric{name="worstPathRequired",unit="ps"} 5840
chip_impl_metric{name="layout.cell_area.non_filler",unit="µm²"} 3730
chip_impl_metric{name="initial_utilization",unit="%"} 53.3
chip_impl_info{name="min_to",value="char_cnt[1]"} 1
chip_impl_info{name="postSynth.topFlopCell",value="sky130_fd_sc_hd__dfrtp_1"} 1
chip_impl_metric{name="final_min_period_over_clock_period",unit="%"} 68.2
chip_impl_metric{name="r2r_slack",unit="ps"} 4160
chip_impl_metric{name="post-cts-setup-buffer-count",unit=""} 0
chip_impl_metric{name="synth_to_layout_area_growth",unit="%"} 23.6
chip_impl_metric{name="cts_inserted_buffers",unit=""} 5
chip_impl_metric{name="finalSetupViolCount",unit=""} 0
chip_impl_metric{name="io_buffers",unit=""} 60
chip_impl_metric{name="grt_pass1_vias",unit=""} 2037
chip_impl_metric{name="die_boundary_width",unit="µm"} 79.8
chip_impl_metric{name="critical-path-max-stage-delay",unit="ps"} 540
chip_impl_metric{name="yosys.cell_types.count",unit=""} 30
chip_impl_metric{name="post_cts_resized",unit=""} 0
chip_impl_metric{name="aggregate_global_routing_overflow",unit=""} 0
chip_impl_metric{name="edf_count",unit=""} 0
chip_impl_metric{name="die-area",unit="µm²"} 6360
chip_impl_metric{name="clk_pin_slew_worst_paths",unit="ps"} 80
chip_impl_metric{name="max_freq",unit="MHz"} 201
chip_impl_metric{name="cts_max_path_buffers",unit=""} 2
chip_impl_metric{name="track_usage",unit="%"} 21.9
chip_impl_info{name="min-delay-start",value="char_cnt[1]"} 1
chip_impl_metric{name="coreArea",unit="µm²"} 5680
chip_impl_info{name="cell_taking_the_most_area_after_synthesis",value="sky130_fd_sc_hd__dfrtp_1"} 1
chip_impl_metric{name="cp.arrival",unit="ps"} 3520
chip_impl_metric{name="synth-seq-cells",unit=""} 52
chip_impl_metric{name="worst_slew_margin_rel",unit="%"} 50.3
chip_impl_info{name="status",value="finished clean"} 1
chip_impl_info{name="critical_path.startpoint_type",value="register"} 1
chip_impl_metric{name="synthesis.area",unit="µm²"} 3020
chip_impl_info{name="clk_root_buffer_cell",value="sky130_fd_sc_hd__clkbuf_8"} 1
chip_impl_metric{name="fillerInstances",unit=""} 455
chip_impl_metric{name="place_worst_setup_slack",unit="ps"} 2740
chip_impl_metric{name="placedInstanceArea",unit="µm²"} 3670
chip_impl_metric{name="ys_warn_count",unit=""} 1
chip_impl_metric{name="synth_chip_area",unit="µm²"} 3020
chip_impl_info{name="critical_path.reg2reg.endpoint",value="saved_message[21]"} 1
chip_impl_metric{name="timing.final.crit_period",unit="ps"} 4980
chip_impl_metric{name="p_total",unit="W"} 0.00179
chip_impl_metric{name="drt_iter0_drc",unit=""} 116
chip_impl_metric{name="power_density",unit="nW/µm²"} 479
chip_impl_info{name="kind_of_critical_path",value="register to output pin"} 1
chip_impl_metric{name="count_of_vias_placed_by_the_detailed_router",unit=""} 2131
chip_impl_metric{name="syn_area_per_cell",unit="µm²"} 11.8
chip_impl_metric{name="htree_levels",unit=""} 2
chip_impl_metric{name="postSynthCellCount",unit=""} 257
chip_impl_metric{name="timing_max_transition_violations_final",unit=""} 0
chip_impl_info{name="synth.most_common_cell",value="sky130_fd_sc_hd__mux2_2"} 1
chip_impl_metric{name="drt_first_pass_iters",unit=""} 5
chip_impl_metric{name="dp.cells",unit=""} 381
chip_impl_metric{name="numClockSinks",unit=""} 52
chip_impl_info{name="worst_setup_path_end_kind",value="output pin"} 1
chip_impl_metric{name="drc",unit=""} 0
chip_impl_metric{name="hpwlAfterDp",unit="µm"} 4640
chip_impl_info{name="crit_slowest_cell",value="sky130_fd_sc_hd__clkdlybuf4s50_1"} 1
chip_impl_info{name="grt_setup_unrepaired",value="no"} 1
chip_impl_info{name="tritoncts_clock_tree",value="yes"} 1
chip_impl_metric{name="synth_stat.cells",unit=""} 257
==> power breakdown <==
group	switching (W)	leakage (nW)	internal (W)
Combinational	0.000429	0.748	0.000626
Clock	0.0000846	0.0359	0.0000621
Sequential	0.000150	0.606	0.000436
Total	0.000663	1.39	0.00112
==> stage by stage <==
stage	util, %	hold slack, ps
2_1_floorplan	-	497
3_3_place_gp	64.6	528
3_5_place_dp	64.6	525
4_1_cts	65.8	544
5_1_grt	65.8	584
6_report	65.8	540
==> worst reg2reg max path, delay by kind of cell (launching register included) <==
family,cells,cell delay (ps)
buf+inv,2,990
compound gates,1,660
flops,1,450
mux,1,400
fa+ha+maj,1,340
simple gates,1,200
==> how the worst max path moves through the flow <==
stage                        end         from  slack (ps)  cells past startpoint
after global routing  tx_byte[0]  char_cnt[0]        2140                      7
after CTS             tx_byte[0]  char_cnt[0]        2380                      7
final                 tx_byte[0]  char_cnt[0]        2320                      7
==> kinds of logic after synthesis <==
family	share of synthesized area [%]
fa+ha+maj	0.828
compound gates	7.41
simple gates	7.57
buf+inv	3.23
xor+xnor	14.8
mux	23.1
flops	43.0
==> registers in the layout, summed over array words and instances, names as in the netlist <==
register,flops
saved_message,48
char_cnt,3
prev_tx_ready,1
==> routing by layer <==
layer	share of wire, %	GRT usage (%)
met5	0	0
met3	5.3	3.83
met1	50	37.1
met4	0.67	1.61
met2	44	32.0
==> layout make-up <==
| class | instances | area [µm²] | area share [%] |
|---|---|---|---|
| inverters | 3 | 11.3 | 0.302 |
| flip-flops and latches | 52 | 1300 | 34.8 |
| repair buffers | 64 | 631 | 16.9 |
| well taps | 72 | 90.1 | 2.41 |
| multi-input cells | 190 | 1630 | 43.7 |
| clock buffers | 5 | 68.8 | 1.84 |
==> cells in the final DEF, fill, tap and decap left out <==
cell type                         instances
sky130_fd_sc_hd__clkdlybuf4s50_1         60
sky130_fd_sc_hd__mux2_2                  55
sky130_fd_sc_hd__dfrtp_1                 52
sky130_fd_sc_hd__xnor2_1                 50
sky130_fd_sc_hd__nand4_1                 12
sky130_fd_sc_hd__nor2_1                  10
sky130_fd_sc_hd__nand2_1                  9
sky130_fd_sc_hd__mux2i_1                  8
sky130_fd_sc_hd__a221oi_1                 8
sky130_fd_sc_hd__a211oi_1                 7
sky130_fd_sc_hd__a21oi_1                  5
sky130_fd_sc_hd__clkbuf_8                 5
sky130_fd_sc_hd__o21ai_0                  4
sky130_fd_sc_hd__buf_4                    4
sky130_fd_sc_hd__nor2b_1                  3
sky130_fd_sc_hd__nand3_1                  3
sky130_fd_sc_hd__nor4_1                   2
sky130_fd_sc_hd__inv_1                    2
sky130_fd_sc_hd__a211o_1                  2
sky130_fd_sc_hd__a41oi_1                  2
sky130_fd_sc_hd__ha_1                     2
sky130_fd_sc_hd__nor4_2                   1
sky130_fd_sc_hd__nand2b_1                 1
sky130_fd_sc_hd__a31oi_4                  1
sky130_fd_sc_hd__xor2_1                   1
sky130_fd_sc_hd__and2_0                   1
sky130_fd_sc_hd__a311oi_1                 1
sky130_fd_sc_hd__and2_1                   1
sky130_fd_sc_hd__inv_2                    1
sky130_fd_sc_hd__nor3_1                   1
Power figures rest on the tool's default switching activity, not on a simulated workload.
